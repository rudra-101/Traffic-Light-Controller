--- /design/flow/design.v ---
`timescale 1ns / 1ps
module Traffic_light(
input clk,rst,
output reg [2:0]light_M1,
output reg [2:0]light_M2,
output reg [2:0]light_MT,
output reg [2:0]light_ST
    );
    parameter S1=0,S2=1,S3=2,S4=3,S5=4,S6=5;
    reg [3:0] count;
    reg [2:0] ps;
    parameter t7=7,t5=5,t3=3,t2=2;
    always @(posedge clk or posedge rst)
        begin
        if(rst==1)
        begin
        ps<=S1;
        count<=0;
        end
    else
    case(ps)
    S1:if(count<t7)
        begin 
        ps<=S1;
        count=count+1;
        end
    else
        begin
        ps<=S2;
        count<=0;
        end
    S2:if(count<t2)
       begin 
       ps<=S2;
       count=count+1;
       end
    else
        begin
        ps<=S3;
        count<=0;
        end
     S3:if(count<t5)
        begin 
        ps<=S3;
        count=count+1;
        end
     else
        begin
        ps<=S4;
        count<=0;
        end
      S4:if(count<t2)
        begin 
        ps<=S4;
        count=count+1;
        end
       else
        begin
        ps<=S5;
        count<=0;
        end
      S5:if(count<t3)
        begin 
        ps<=S5;
        count=count+1;
        end
       else
        begin
        ps<=S6;
        count<=0;
        end
       S6:if(count<t2)
        begin 
        ps<=S6;
        count=count+1;
        end
       else
        begin
        ps<=S1;
        count<=0;
        end
             default:ps<=S1;                                                                        
         endcase                                                                            
    end
    always@(ps)
    begin 
        case(ps)
        S1:
        begin
        light_M1<=001;
        light_M2<=001;
        light_MT<=100;
        light_ST<=100;
        end
        S2:
        begin
        light_M1<=001;
        light_M2<=010;
        light_MT<=100;
        light_ST<=100;
        end
        S3:
        begin
        light_M1<=001;
        light_M2<=100;
        light_MT<=001;
        light_ST<=100;
        end
        S4:
        begin
        light_M1<=010;
        light_M2<=100;
        light_MT<=010;
        light_ST<=100;
        end                                
        S5:
        begin
        light_M1<=100;
        light_M2<=100;
        light_MT<=100;
        light_ST<=001;
        end   
        S6:
        begin
        light_M1<=100;
        light_M2<=100;
        light_MT<=100;
        light_ST<=010;
        end
        default:
        begin
        light_M1<=000;
        light_M2<=000;
        light_MT<=000;
        light_ST<=000;
        end                                   
       endcase                                         
    end
endmodule
--- /design/flow/run.sh ---
#!/bin/bash
# OpenROAD 26Q1-2900-gdf79404cd8, Yosys 0.63+post, stock flow scripts
make -C /OpenROAD-flow-scripts/flow DESIGN_CONFIG=/design/flow/config.mk WORK_HOME=/design/flow/orfs finish
--- /design/flow/config.mk ---
export PLATFORM = sky130hd
export DESIGN_NAME = Traffic_light
export DESIGN_NICKNAME = Traffic_light
export VERILOG_FILES = /design/flow/design.v
export SDC_FILE = /design/flow/constraint.sdc
export NUM_CORES = 4
export LEC_CHECK = 1
export CORE_AREA = 10 10 70 70
export DIE_AREA = 0 0 80 80
--- /design/flow/constraint.sdc ---
current_design Traffic_light

set clk_period 3.5
set clk_io_pct 0.2

create_clock -name clk0 -period $clk_period [get_ports {clk}]

set non_clock_inputs [all_inputs -no_clocks]
set_input_delay [expr $clk_period * $clk_io_pct] -clock clk0 $non_clock_inputs
set_output_delay [expr $clk_period * $clk_io_pct] -clock clk0 [all_outputs]
==> qor.yml <==
status: "completed"
synthSimpleGateAreaFrac_pct: 20.4
routabilityCongestion: 0.848
min_path_type: "reg -> reg"
final_cell_mix: "13 x clkdlybuf4s50_1, 10 x inv_1, 9 x dfrtp_1, 8 x nand2_1, 7 x nor2_1"
slew_violations: 0
synthFlopType: "dfrtp_1"
slew-limit-headroom_pct: 69.3
cellLeakagePower_nw: 0.355
warnings: 26
max_stage_delay_ns: 0.58
slowest_stage: "or4_4"
grt_pass1_wl_microns: 2370
detail-route-antenna-nets: 0
mux_area_share_pct: 0
via_per_inst: 4.23
drt_wl_total_microns: 1400
first_pass_iters: 4
die_w_microns: 80
path_clk_slew_ns: 0.07
worstPathRequired_ns: 2.80
clkLatencyLatePin_ns: 0.26
cts_hold_buf: 0
power_density_nw_per_um2: 280
pin_count: 14
stdcell_area_sq_um: 795
final_common_cell: "clkdlybuf4s50_1"
setup_ws_ns: 1.09
clockBufferDepth: 2
yosysCellCount: 73
synth-edff-count: 0
synthCells: 73
end_kind: "output pin"
post-route-min-period_ns: 2.41
diodes: 0
setup_tns_ns: 0
worst_clock_skew_ns: 0.00644
coreArea_sq_um: 3420
grt_overflow_total: 0
comb_area_sq_um: 282
yosys.area_share.aoi_pct: 20.2
adder_share_pct: 3.97
post_cts_resize_count: 0
cts_tree: "built"
grt_pass1_vias: 523
drc_errors: 0
finalHoldViolations: 0
cts_setup_buffers: 0
grt_max_degree: 11
dp_slack_ns: 1.37
topCombFamilyByArea: "simple AND/OR/NAND/NOR gates"
fp_util_pct: 18.5
start_kind: "flip-flop"
setup_viol: 0
crit_chain: "or4_4 -> clkdlybuf4s50_1"
drive_gt1_share_pct: 13.6
fill_cells: 375
fin_hold_ws_ns: 0.575
fin_crit_sh_pct: 68.9
criticalPathCategory: "reg -> out"
critPathMaxFanout: 7
hpwlAfterDp_microns: 1090
seq_area_sq_um: 251
synthDistinctLibCells: 29
antenna_found_initial: 0
placed_area_sq_um: 758
cts_buffers: 3
track_usage_pct: 4.58
synthArstFlopShare_pct: 100
cp.arrival_ns: 1.71
xor_share_pct: 0
detail_route.wl_per_cell_microns: 11.0
peakVddDrop_uv: 83.8
dieArea_sq_um: 6400
die.size.y_microns: 80
port_buffers: 13
ys_area_sq_um: 631
ys_warn_count: 1
synth_seq_share_pct: 39.9
cts_sinks: 10
rsz0062_at_grt: "false"
fmax_mhz: 415
cap_violations: 0
syn_area_sq_um: 631
ctsHtreeMaxLevel: 1
worst_pin_slew_ns: 0.457
syn_area_per_cell_sq_um: 8.64
drtIter0Drc: 54
numSynthFlops: 10
rows: 21
ctsRootBufferMaster: "clkbuf_4"
area_growth_syn_to_layout_pct: 26.0
num_vias: 537
[routing by layer]
layer	GRT usage, %	part of all wire, %	routed length [microns]	up-vias
met5	0	0	0	-
met4	1.06	1.4	19	0
met3	2.27	12	173	2
met2	6.34	40	564	19
met1	6.22	46	642	255
li1	-	-	-	261
[stage by stage]
stage | util, % | power (mW) | instances
2_1_floorplan | - | 0.120 | 73
3_3_place_gp | 22.2 | 0.121 | 123
3_5_place_dp | 22.2 | 0.121 | 123
4_1_cts | 23.3 | 0.225 | 127
5_1_grt | 23.3 | 0.233 | 127
6_report | 23.3 | 0.222 | 127
[sequential cells by signal (all words and copies together) (netlist names)]
register / count
count: 4
ps: 6
[critical path, delay by kind of cell, from the launching register on]
family | cells | cell delay (ns)
buffers and inverters | 1 | 0.42
AND/OR/NAND/NOR | 1 | 0.58
flip-flops | 1 | 0.44
[area by class of cell]
class                      instances  share of cell area (%)
multi-input combinational         44                    35.4
sequential                        10                    31.7
timing repair buffer              13                    16.4
tap                               46                    7.24
inverter                          10                    4.72
clock buffer                       4                    4.57
[final timing paths]
check | depth (start not counted) | slack, ns | from | end
max | 2 | 1.09 | ps[5] | light_M2[2]
min | 2 | 0.58 | ps[0] | ps[0]
max reg2reg | 6 | 1.85 | count[0] | count[2]
min reg2reg | 2 | 0.58 | ps[0] | ps[0]
max in group asynchronous | 2 | 2.47 | rst | ps[0]
min in group asynchronous | 2 | 0.71 | rst | ps[3]
[cells by family after synthesis]
logic type                 Yosys count
DFF                                 10
and+or+nand+nor                     26
adders and majority gates            2
AOI/OAI and AO/OA                   16
buffers and inverters               19
[power by group]
group | switching, mW | internal [mW]
clock network | 0.0402 | 0.0631
registers | 0 | 0.116
logic | 0.00238 | 0.00104
total | 0.0426 | 0.180
[cells in the mapped netlist (2+ instances only)]
| cell | number | area (sq um) |
|---|---|---|
| nor3_1 | 4 | 20.0 |
| a21oi_1 | 3 | 15.0 |
| dlygate4sd3_1 | 2 | 20.0 |
| ha_1 | 2 | 25.0 |
| nand4_1 | 2 | 12.5 |
| clkbuf_1 | 5 | 18.8 |
| o21ai_0 | 3 | 15.0 |
| dfrtp_1 | 9 | 225 |
| nor2_1 | 7 | 26.3 |
| nand2_1 | 8 | 30.0 |
| inv_1 | 10 | 37.5 |
Power and IR drop assume default switching activity.
